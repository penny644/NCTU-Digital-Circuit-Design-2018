===== flow/design.v =====
module Lab2_BCD_7segment_decoder_behavior (A,D);
	output reg [6:0] A;
	input [3:0] D;
	always@(*)
	 begin 
	  A[0]=!D[3]&(D[1])|(!D[3])&D[2]&D[0]|D[3]&(!D[2])&!D[1]|(!D[2])&(!D[1])&(!D[0]);
	  A[1]=(!D[3])&(!D[2])|D[3]&(!D[2])&(!D[1])|(!D[3])&(!D[1])&(!D[0])|(!D[3])&D[1]&D[0];
	  A[2]=(!D[2])&(!D[1])|(!D[3])&D[2]|(!D[3])&D[0];
	  A[3]=(!D[3])&D[2]&(!D[1])&D[0]|D[3]&(!D[2])&(!D[1])|(!D[2])&(!D[1])&(!D[0])|(!D[3])&(!D[2])&D[1]|(!D[3])&D[1]&(!D[0]);
	  A[4]=(!D[3])&D[1]&(!D[0])|(!D[2])&(!D[1])&(!D[0]);
	  A[5]=D[3]&(!D[2])&(!D[1])|(!D[3])&D[2]&(!D[1])|(!D[3])&D[2]&(!D[0])|(!D[3])&(!D[1])&(!D[0]);
	  A[6]=D[3]&(!D[2])&(!D[1])|(!D[3])&D[2]&(!D[1])|(!D[3])&(!D[2])&D[1]|(!D[3])&D[1]&(!D[0]);
	 end
endmodule 

===== flow/run.sh =====
#!/bin/bash
# OpenROAD 26Q1-2900-gdf79404cd8, Yosys 0.63+post, stock flow scripts
make -C /OpenROAD-flow-scripts/flow DESIGN_CONFIG=/design/flow/config.mk WORK_HOME=/design/flow/orfs finish

===== flow/config.mk =====
export PLATFORM = sky130hd
export DESIGN_NAME = Lab2_BCD_7segment_decoder_behavior
export DESIGN_NICKNAME = Lab2_BCD_7segment_decoder_behavior
export VERILOG_FILES = /design/flow/design.v
export SDC_FILE = /design/flow/constraint.sdc
export NUM_CORES = 4
export LEC_CHECK = 1
export CORE_AREA = 10 10 70 70
export DIE_AREA = 0 0 80 80

===== flow/constraint.sdc =====
current_design Lab2_BCD_7segment_decoder_behavior

set clk_period 1.4
set clk_io_pct 0.2

create_clock -name clk0 -period $clk_period

set non_clock_inputs [all_inputs -no_clocks]
set_input_delay [expr $clk_period * $clk_io_pct] -clock clk0 $non_clock_inputs
set_output_delay [expr $clk_period * $clk_io_pct] -clock clk0 [all_outputs]

==> run_results.csv <==
group,metric,value,unit
floorplan,core,0.00342,mm2
clock_tree,postCtsHoldBufs,0,
status,outcome,"finished, final reports clean",
floorplan,die_h,80,um
critical_path,cp-start-kind,"input port",
min_path,hold_path_class,"input port to output port",
logic_synthesis,yosysCellCount,23,
sta,drv_slew,0,
critical_path,crit_path_end_kind,"output port",
layout,lay_top_cells,"buf_4, dlygate4sd2_1, o21bai_1, clkbuf_2, clkdlybuf4s15_1",
logic_synthesis,yosysUniqueCellTypes,19,
critical_path,cp_max_fo,8,
min_path,worstHoldEndpoint,"A[1]",
sta,tightest_slew,0.242,ns
drt,drt_iter0_drc,2,
clock_tree,cts_setup_buffers,0,
drt,insertedDiodeCount,0,
layout,synthToLayoutAreaGrowth,86.8,%
logic_synthesis,syn_avg_cell_area,7.40,um2
logic_synthesis,yosys_area,170,um2
flow_run,warnings,33,
layout,nFillCells,413,
critical_path,required,1.12,ns
layout,final_cell_area,318,um2
grt,antenna_found_initial,0,
drt,vias_per_cell,2.72,
sta,clock.fmax,737,MHz
flow_run,max_cap_violations,0,
drt,drc_errors,0,
drt,drt-total-wl,641,um
layout,seq_cells,0,
placed_design,dp_hpwl,515,um
critical_path,cp-startpoint,"D[2]",
floorplan,die_w,80,um
logic_synthesis,syn_inst,23,
grt,grt_pass1_wl,1020,um
grt,grt_pass1_vias,207,
sta,min_period,1.36,ns
floorplan,die-area,0.00640,mm2
critical_path,cp_data_arrival_time,1.08,ns
grt,grt-ovfl-total,0,
sta,rsz0062_at_grt,"false",
power,power.density,267,mW/mm2
drt,avgRoutedWirePerCell,8.11,um
drt,drt_pass1_iterations,2,
logic_synthesis,ys_warn_count,1,
critical_path,crit_type,"input port to output port",
power,ir_drop,0.0970,mV
layout,regArea,0,um2
layout,drive_above_1_share,42.4,%
placed_design,routabilityCongestion,0.795,
power,p_leak,0.127,nW
sta,timing.slew.headroom,83.8,%
floorplan,fp_util,4.98,%
grt,grt.total_usage,1.94,%
layout,clock_buffers,0,
floorplan,io_pins,11,
min_path,min_from,"D[2]",
logic_synthesis,netlist_area,170,um2
floorplan,rows,21,
logic_synthesis,postSynthSeqShare,0,%
drt,vias,215,
sta,setup_viol,0,
placed_design,portBuffers,11,
grt,grt_max_degree,10,
layout,final_cells,79,
drt,ant_nets,0,
sta,finalClockPeriodUsage,96.9,%
min_path,hold_depth,3,
sta,hold_viol,0,
placed_design,placed_cells,79,
power,total_power,84.9,uW
placed_design,dpl_cell_area,328,um2
layout,final_core_util,9.30,%
layout,layout_top_cell,"buf_4",
-- area by class of cell --
class                           count  area [um2]  area share [%]
Multi-Input combinational cell     19         154            48.4
Timing Repair Buffer               14         106            33.5
Tap cell                           46        57.6            18.1
-- what timing repair did --
item,CTS,global route
pin swaps,2,3
gates resized,34,4
setup endpoints to repair,7,4
-- cells in the mapped netlist --
master	instances	area [um2]
nand2b_1	1	6.26
nor2b_1	1	6.26
a21o_1	1	7.51
and3_1	1	6.26
o21ai_0	1	5.00
a211oi_1	1	7.51
buf_6	2	22.5
buf_2	2	10.0
and2_1	1	6.26
a22oi_1	1	7.51
or2_4	1	8.76
nor3_1	2	10.0
o21bai_1	2	15.0
xor2_1	1	8.76
a211oi_2	1	12.5
nor4b_2	1	15.0
nor2_1	1	3.75
a21oi_1	1	5.00
o22ai_1	1	6.26
-- routing by layer --
metal	part of all wire [%]	global-route usage, %	wire (um)
met5	0	0	0
met4	0	0	0
met3	7.5	0.568	48
met2	24	2.01	156
met1	68	3.56	437
-- cells by family (layout without fill, tap and decap cells) --
family / after synthesis / in the layout / synth area share, %
buf+inv: 4 / 14 / 19.1
compound gates: 9 / 9 / 39.0
xor+xnor: 1 / 1 / 5.15
simple gates: 9 / 9 / 36.8
-- how the worst max path moves through the flow --
stage	endpoint	cells past startpoint	slack, ns
CTS	A[0]	5	-0.01
global route	A[6]	4	0.001
finish	A[0]	5	0.04
-- power breakdown --
| part | internal (mW) | total (mW) | leakage, nW | switching (mW) |
|---|---|---|---|---|
| registers | 0 | 0 | 0 | 0 |
| logic | 0.0486 | 0.0849 | 0.127 | 0.0363 |
| clock network | 0 | 0 | 0 | 0 |
-- through the flow --
| step | TNS, ns | worst slack (ns) | hold slack, ns |
|---|---|---|---|
| global route | 0 | 0.00139 | 1.01 |
| finish | 0 | 0.0432 | 0.944 |
| floorplan | 0 | 0.343 | 0.705 |
| detailed placement | -4.89 | -0.747 | 1.69 |
| CTS | -0.0117 | -0.0115 | 0.994 |
| global placement | -4.72 | -0.734 | 1.67 |
-- worst max-delay path, cell delays in order --
cell             delay [ns]
buf_4                  0.14
buf_4                  0.14
nor4b_4                0.24
a21oi_1                0.07
clkdlybuf4s15_1        0.21
No activity file was given, so power comes from the tool's default toggle rates.
