File: /design/flow/run.sh
#!/bin/bash
# OpenROAD 26Q1-2900-gdf79404cd8, Yosys 0.63+post, stock flow scripts
make -C /OpenROAD-flow-scripts/flow DESIGN_CONFIG=/design/flow/config.mk WORK_HOME=/design/flow/orfs finish
File: /design/flow/config.mk
export PLATFORM = sky130hd
export DESIGN_NAME = Lab2_BCD_7segment_decoder_dataflow
export DESIGN_NICKNAME = Lab2_BCD_7segment_decoder_dataflow
export VERILOG_FILES = /design/flow/design.v
export SDC_FILE = /design/flow/constraint.sdc
export NUM_CORES = 4
export LEC_CHECK = 1
export CORE_AREA = 10 10 70 70
export DIE_AREA = 0 0 80 80
File: /design/flow/constraint.sdc
current_design Lab2_BCD_7segment_decoder_dataflow

set clk_period 1.2
set clk_io_pct 0.2

create_clock -name clk0 -period $clk_period

set non_clock_inputs [all_inputs -no_clocks]
set_input_delay [expr $clk_period * $clk_io_pct] -clock clk0 $non_clock_inputs
set_output_delay [expr $clk_period * $clk_io_pct] -clock clk0 [all_outputs]
File: /design/flow/design.v
module Lab2_BCD_7segment_decoder_dataflow(output [6:0] A, input [3:0] D);
	assign A[0]=!D[3]&D[1]|(!D[3])&D[2]&D[0]|D[3]&(!D[2])&!D[1]|(!D[2])&(!D[1])&(!D[0]);
	assign A[1]=(!D[3])&(!D[2])|D[3]&(!D[2])&(!D[1])|(!D[3])&(!D[1])&(!D[0])|(!D[3])&D[1]&D[0];
	assign A[2]=(!D[2])&(!D[1])|(!D[3])&D[2]|(!D[3])&D[0];
	assign A[3]=(!D[3])&D[2]&(!D[1])&D[0]|D[3]&(!D[2])&(!D[1])|(!D[2])&(!D[1])&(!D[0])|(!D[3])&(!D[2])&D[1]|(!D[3])&D[1]&(!D[0]);
	assign A[4]=(!D[3])&D[1]&(!D[0])|(!D[2])&(!D[1])&(!D[0]);
	assign A[5]=D[3]&(!D[2])&(!D[1])|(!D[3])&D[2]&(!D[1])|(!D[3])&D[2]&(!D[0])|(!D[3])&(!D[1])&(!D[0]);
	assign A[6]=D[3]&(!D[2])&(!D[1])|(!D[3])&D[2]&(!D[1])|(!D[3])&(!D[2])&D[1]|(!D[3])&D[1]&(!D[0]);
endmodule 
==> changes_impl.md <==
### Metrics

* Io pins at 11
* Hold_buf cts at 0
* Hold Path Class: in2out
* Drt first pass iters at 2
* Cell row count at 21
* P_leak at 0.141 nW
* Area Growth Syn to Fin at 170%
* Max-Slew Margin vs Limit at 0.790
* Die area at 0.00640 mm²
* Peak VDD IR at 0.0494 mV
* DIE HEIGHT at 80 µm
* Fp_density at 0.0418
* Top cell excl fill/tap: buf_4
* Cells after Synth at 19
* Routability cong. at 0.646
* Vias in the first global route at 235
* Overall Global Routing Usage at 0.0201
* Clock buffer cells at 0
* Arrival time worst endpoint at 0.95 ns
* RSZ-0062 raised after global routing: true
* Diodes inserted at 0
* Antenna violations before repair at 0
* Pins over their slew limit at 0
* Mapped Area at 143 µm²
* Outcome: finished clean
* Minimum clock period at 1.19 ns
* CP Capture Type: output port
* Post-DR wirelength/cell at 8.33 µm
* Max Fanout on Critical Path at 5
* Final Cell Area at 385 µm²
* I/O Buffers at 11
* Register share after synthesis at 0
* Count of distinct cell types in the synthesized netlist at 16
* Post-route ant nets at 0
* Final core utilization at 0.113
* Core area at 0.00342 mm²
* CP Class: in2out
* Layout cells sized above 1 at 0.743
* First-pass GRT wire length at 1040 µm
* Max-Cap Viols at 0
* Vias/cell at 2.60
* FF+latch area at 0 µm²
* Area after DPL at 329 µm²
* Fin. Hold Viols at 0
* Vias post-DR at 211
* Worst-Margin Slew at 0.313 ns
* Number of remaining DRC errors at 0
* Mean Syn Cell Area at 7.51 µm²
* Final cycle utilization of the critical path at 0.994
* Drt first-iter violations at 9
* # Cells Yosys at 19
* Final WL at 675 µm
* Largest net degree at the start of global routing at 12
* Critical Path RT at 0.96 ns
* CP startpoint: D[3]
* Power Density at 327 mW/mm²
* Tool warnings at 34
* YS warnings at 0
* Fillers at 398
* Hold Slack at 0.781 ns
* Overflow after GRT at 0
* CP startpoint kind: primary input
* FMAX at 838 MHz
* Critical Path Sink: A[0]
* Logic area at 184 µm²
* Flop Count at 0
* Die span in x at 80 µm
* Setup violations, final at 0
* Yosys stat area at 143 µm²
* Commonest non-fill, non-tap cells in the layout: buf_4 (7), buf_2 (6), nor3_2 (2), buf_6 (2)
## power breakdown
| part | leakage [nW] | internal, mW | switching, mW |
|---|---|---|---|
| registers | 0 | 0 | 0 |
| logic | 0.141 | 0.0743 | 0.0519 |
| clock network | 0 | 0 | 0 |
## worst min path at each step
stage,cells past startpoint,slack (ns),endpoint,start
after CTS,3,0.79,A[5],D[2]
after global routing,3,0.80,A[5],D[2]
final,3,0.78,A[5],D[2]
## cells in the mapped netlist
cell type / instances / area [µm²]
a211oi_1: 1 / 7.51
a21oi_1: 1 / 5.00
a221oi_1: 1 / 8.76
and3_1: 1 / 6.26
buf_4: 1 / 7.51
buf_6: 1 / 11.3
nand2b_1: 1 / 6.26
nor2_1: 1 / 3.75
nor2b_1: 1 / 6.26
nor3_1: 3 / 15.0
nor3b_1: 2 / 15.0
nor4_2: 1 / 12.5
nor4b_2: 1 / 15.0
o21a_1: 1 / 7.51
o22ai_1: 1 / 6.26
xor2_1: 1 / 8.76
## stage by stage
stage	power (mW)	TNS, ns	setup WS (ns)	instances
finish	0.126	0	0.00685	81
detailed placement	0.112	-5.72	-0.944	79
global route	0.140	-0.0871	-0.0514	81
CTS	0.108	-0.107	-0.0443	81
floorplan	0.0373	0	0.178	19
global placement	0.110	-5.50	-0.914	79
## critical path, stage by stage
cell,delay [ns]
buf_2,0.14
nor4b_4,0.35
nor3_2,0.08
buf_2,0.14
## kinds of logic (layout without fill, tap and decap cells)
kind of cell | after synthesis | after routing | synth area share
AOI/OAI and AO/OA | 5 | 5 | 0.246
xor gates and xnor gates | 1 | 1 | 0.0614
buffers and inverters | 2 | 18 | 0.132
and+or+nand+nor | 11 | 11 | 0.561
## layout make-up
class | instances | area share
well taps | 46 | 0.149
multi-input cells | 17 | 0.477
repair buffers | 18 | 0.373
## routing by layer
metal / up-vias / wire, µm / GRT usage
met5: - / 0 / 0
met4: 0 / 0 / 0
met3: 0 / 221 / 0.0284
met2: 10 / 209 / 0.0265
met1: 95 / 244 / 0.0191
li1: 106 / - / -
## timing repair
action,CTS,global route
setup buffers,2,0
gates resized,45,12
pin swaps,3,4
endpoints found under the setup margin,7,7
Power is estimated from default activity; no workload was simulated.
