$ cat flow/run.sh
#!/bin/bash
# OpenROAD 26Q1-2900-gdf79404cd8, Yosys 0.63+post, stock flow scripts
make -C /OpenROAD-flow-scripts/flow DESIGN_CONFIG=/design/flow/config.mk WORK_HOME=/design/flow/orfs finish
$ cat flow/config.mk
export PLATFORM = sky130hd
export DESIGN_NAME = Lab2_BCD_7segment_decoder_gatelevel
export DESIGN_NICKNAME = Lab2_BCD_7segment_decoder_gatelevel
export VERILOG_FILES = /design/flow/design.v
export SDC_FILE = /design/flow/constraint.sdc
export NUM_CORES = 4
export LEC_CHECK = 1
export CORE_AREA = 10 10 70 70
export DIE_AREA = 0 0 80 80
$ cat flow/constraint.sdc
current_design Lab2_BCD_7segment_decoder_gatelevel

set clk_period 1.0
set clk_io_pct 0.2

create_clock -name clk0 -period $clk_period

set non_clock_inputs [all_inputs -no_clocks]
set_input_delay [expr $clk_period * $clk_io_pct] -clock clk0 $non_clock_inputs
set_output_delay [expr $clk_period * $clk_io_pct] -clock clk0 [all_outputs]
$ cat flow/design.v
module Lab2_BCD_7segment_decoder_gatelevel (output [6:0] A, input [3:0] D);
	wire [15:0] w;
	wire not0,not1,not2,not3;
	not(not0,D[0]);
	not(not1,D[1]);
	not(not2,D[2]);
	not(not3,D[3]);
	and(w[0],D[3],not2,not1);
	and(w[1],not0,not2,not1);
	and(w[2],not3,not1,not0);
	and(w[3],not3,D[1],not0);
	and(w[4],D[1],not2,not3);
	and(w[5],D[2],not3,not1);
	and(w[6],not3,D[1]);
	and(w[7],not3,D[2],D[0]);
	and(w[8],not2,not1,D[3]);
	and(w[9],not3,not2);
	and(w[10],not3,D[1],D[0]);
	and(w[11],not2,not1);
	and(w[12],not3,D[2]);
	and(w[13],not3,D[0]);
	and(w[14],not3,D[2],not1,D[0]);
	and(w[15],not3,D[2],not0);
	or(A[0],w[1],w[6],w[7],w[8]);
	or(A[1],w[0],w[2],w[9],w[10]);
	or(A[2],w[11],w[12],w[13]);
	or(A[3],w[0],w[1],w[3],w[4],w[14]);
	or(A[4],w[1],w[3]);
	or(A[5],w[0],w[2],w[5],w[15]);
	or(A[6],w[0],w[3],w[4],w[5]);
endmodule 
==> run notes <==
Synthesis and place-and-route results.

- The script parses the final routing iteration and logs DRC violations as 0.
- For this run the aggregate overflow at the end of global routing stands at 0.
- 11 I/O pins were placed.
- Per the synthesis report, the dominant area consumer among library cells is nor3_1.
- By count the netlist is led by nor3_1 (3), nor3b_1 (2).
- STA classifies the critical path endpoint as an output port.
- For this run, the detailed router reports a per-instance via density of 2.70.
- Setup repair after global routing could not meet its margin everywhere.
- The all-layer global routing usage is 2.05%.
- After synthesis, the largest area contributor takes up 10.5% of total cell area.
- The synthesized area divided by synthesized cell count is roughly 7.5 um^2.
- The number of core rows is 21.
- The floorplan die area is 0.00640 mm^2.
- In the Yosys report the total cell count is 19.
- Across the whole layout, storage elements account for 0 um^2.
- The script extracted a total leakage power of roughly 0.00020 uW.
- Per the OpenROAD floorplan log, the area of the core is roughly 0.0034 mm^2.
- The average wire length per cell after detail routing is 8.59 um.
- The pin closest to its max-slew limit shows a slew of 0.300 ns.
- The stat command in Yosys gives a chip area of 143 um^2.
- According to the floorplan report, the die width is 80 um.
- The relative max-transition margin is between 70% and 80%.
- The count of cell types in the netlist is 16.
- Per the timing report, the biggest fanout along the worst path comes to 7.
- The kind of critical path is input port to output port.
- Hold repair after CTS inserted 0 buffers.
- The final setup violation count is 7.
- The final critical path takes up 122% of the cycle.
- The fraction of power consumed by combinational cells is 100.0%.
- The library cell with the highest instance count after synthesis is nor3_1.
- In this run, the number of DRC markers left after iteration 0 of detailed routing was 0.
- The sequential share of the synthesized area is 0%.
- The sequential cell fraction of total power is 0%.
- The time the worst path needs with I/O delays and setup is 1.22 ns.
- The Yosys step of the flow raised 0 warnings.
- The number of standard cells in the layout, taps in and fillers out is 87.
- The script computed the net switching share of total power as between 30% and 40%.
- In this run the tool buffered the top-level ports with 11 buffer cells.
- The floorplan step records an initial core utilization of ~4.2%.
- The maximum achievable frequency is just over 800 MHz.
- The max-cap violation count is 0.
- The number of global-route vias before repair was ~240.
- The number of antenna diodes in the final layout is 0.
- The switching component of the power was reported as 72.7 uW.
- The pre-CTS worst setup slack is -1.07 ns.
- Entering global routing, the biggest net connects 9 pins.
- The worst hold path belongs to the class input port to output port.
- The overall via count from detail_route is roughly 240.
- Looking at the power breakdown, the clock network takes 0% of the total.
- STA puts the critical path data arrival time at 1.02 ns.
- The internal power of the cells totals 122 uW.
- The final-layout setup total negative slack is -0.657 ns.
- The number of placed instances, taps included, is 79.
- The highest ir drop seen on vdd is 0.0974 mV.
- The run finished, with violations left.
- The initial antenna violation count is 0.
- STA classifies the critical path startpoint as an input port.
- The wire length of the first global-routing pass is 1100 um.
- The area growth from synthesis to final layout is 242%.
- The number of endpoints with negative hold slack in the final report is 0.
- The main area contributors are nor3_1 (11%), nor3b_1 (11%), nor4b_2 (11%).
- Counting pins that exceed their max-slew limit in the final report gives 0.
- The global placer's final weighted congestion is 0.671.
- The critical path required time is 0.80 ns.
- For this design the ratio of total power to cell area is roughly 400 mW/mm^2.
- The vertical die dimension is roughly 80 um.
- The number of clock buffers in the layout is 0.
- The final reports fail on negative setup slack.
- The overall routed net length is 747 um.
- The post-synth design cell area is between 100 and 150 um^2.
- Nets still carrying antenna violations after routing amount to 0.
- After layout, the worst setup slack is -0.221 ns.
- The number of cells produced by synthesis is 19.
- The detailed-router iteration count before antenna repair is 1.
- Warnings raised by the tools during the run amount to 34.
- The detailed-placement wirelength estimate is around 500 um.
- The design has 0 sequential cells.
- Once layout is complete, the utilization of the core stands at 14.3%.
- The layout cell share with drive strength beyond 1 is roughly 90%.
## repair_timing
action,in CTS,in global routing
setup endpoints to repair,7,7
setup buffers,7,1
hold endpoints to repair,0,0
resized,54,16
pin swaps,7,4
## per-layer routing
metal  GRT usage [%]  share of wire (%)
met2            2.81                 35
met3            1.70                 19
met5               0                  0
met4               0                  0
met1            2.57                 46
## area by class of cell
class / instances / area, um^2
timing repair buffer: 24 / 218
multi-input combinational: 17 / 213
tap: 46 / 57.6
fill: 393 / 2930
## worst paths after layout
kind,from,endpoint,slack (ns),cells past startpoint
setup / recovery,D[1],A[3],-0.22,5
hold / removal,D[0],A[4],0.67,3
## worst max-delay path, stage by stage
cell    delay, ns
buf_12       0.11
o21a_4       0.22
buf_6        0.11
nor4_4       0.24
buf_2        0.13
## through the flow
stage	cell area (um^2)	hold WS [ns]	power (uW)
after global routing	488	0.688	213
after CTS	409	0.738	158
after floorplan	143	0.417	44.8
after global placement	329	1.47	131
after detailed placement	329	1.50	133
final	488	0.665	195
## power groups by stage
stage / Combinational [uW] / Sequential [uW] / Clock [uW]
4_1_cts: 158 / 0 / 0
5_1_grt: 213 / 0 / 0
6_report: 195 / 0 / 0
## cells in the final DEF (no fill, tap or decap), types with 2 or more instances in the layout
cell and count:
buf_12 2, buf_2 6, buf_4 9, buf_6 5
nor3_2 3, nor3b_2 2
## cell families after synthesis
| group | synth area share, % |
|---|---|
| buffers and inverters | 13.2 |
| XOR/XNOR | 6.14 |
| AND/OR/NAND/NOR | 56.1 |
| AND-OR/OR-AND | 24.6 |
Power and IR drop assume default switching activity.
